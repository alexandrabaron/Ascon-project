<file path="design.v">
package ascon_pack;
	typedef logic[0:4][63:0] type_state;
	localparam logic [7:0]	 round_constant [0:11] = {8'hF0, 8'hE1, 8'hD2, 8'hC3, 8'hB4, 8'hA5, 8'h96, 8'h87, 8'h78, 8'h69, 8'h5A, 8'h4B};
endpackage : ascon_pack
`timescale 1ns / 1ps
module constant_add
    import ascon_pack::*;
    (
        input type_state constant_add_i,
        input logic [3:0] round_i,  
        output type_state constant_add_o
    );
    assign constant_add_o[0] = constant_add_i[0];
    assign constant_add_o[1] = constant_add_i[1];
    assign constant_add_o[2][63:8] = constant_add_i[2][63:8];
    assign constant_add_o[2][7:0] = constant_add_i[2][7:0] ^ round_constant[round_i];
    assign constant_add_o[3] = constant_add_i[3];
    assign constant_add_o[4] = constant_add_i[4];
endmodule : constant_add
module diffusion_layer import ascon_pack::*;
	(
		input type_state diffusion_i,
		output type_state diffusion_o
	);
	assign diffusion_o[0] = diffusion_i[0] ^ {diffusion_i[0][18:0], diffusion_i[0][63:19]} ^ {diffusion_i[0][27:0], diffusion_i[0][63:28]};
	assign diffusion_o[1] = diffusion_i[1] ^ {diffusion_i[1][60:0], diffusion_i[1][63:61]} ^ {diffusion_i[1][38:0], diffusion_i[1][63:39]};
	assign diffusion_o[2] = diffusion_i[2] ^ {diffusion_i[2][0], diffusion_i[2][63:1]} ^ {diffusion_i[2][5:0], diffusion_i[2][63:6]};
	assign diffusion_o[3] = diffusion_i[3] ^ {diffusion_i[3][9:0], diffusion_i[3][63:10]} ^ {diffusion_i[3][16:0], diffusion_i[3][63:17]};
	assign diffusion_o[4] = diffusion_i[4] ^ {diffusion_i[4][6:0], diffusion_i[4][63:7]} ^ {diffusion_i[4][40:0], diffusion_i[4][63:41]};
endmodule : diffusion_layer
`timescale 1ns / 1ps
module permutation import ascon_pack::*;
	(
		input logic [3:0] round_i,
		input logic clock_i,
		input logic resetb_i,
		input logic input_select_i,
		input logic ena_reg_state_i,
		input type_state permutation_i,
		output type_state permutation_o
	);
	type_state mux_to_const_add_s;	
	type_state const_add_to_sub_s;  
	type_state sub_to_diff_s;  
	type_state diff_to_reg_s;  
	type_state register_output_s;
	assign mux_to_const_add_s = (input_select_i) ? register_output_s : permutation_i;
	constant_add constant_add_inst
	(
		.constant_add_i(mux_to_const_add_s),
		.round_i(round_i),
		.constant_add_o(const_add_to_sub_s)
	);
	substitution_layer substitution_layer_inst
	(
		.sub_layer_i(const_add_to_sub_s),
		.sub_layer_o(sub_to_diff_s)
	);
	diffusion_layer diffusion_layer_inst
	(
		.diffusion_i(sub_to_diff_s),
		.diffusion_o(diff_to_reg_s)
	);
	register_state register_state_inst
	(
		.clock_i(clock_i),
		.resetb_i(resetb_i),
		.ena_reg_state_i(ena_reg_state_i),
		.register_i(diff_to_reg_s),
		.register_o(register_output_s)
	);
	assign permutation_o = register_output_s;
endmodule : permutation
`timescale  1ns/1ps
module register_state import ascon_pack::*;
	(
	 input logic	clock_i,
	 input logic	resetb_i,
	 input logic    ena_reg_state_i,
	 input		type_state register_i,
	 output		type_state register_o
	 );
	 type_state state_s;
	always @ (posedge clock_i, negedge resetb_i) begin  
		if (resetb_i == 1'b0) begin 
			state_s <= {64'h0, 64'h0, 64'h0, 64'h0, 64'h0};  
		end
		else if (ena_reg_state_i == 1'b1) begin
			state_s <= register_i;  
		end
		else begin
			state_s <= state_s; 
		end
	end
	assign register_o = state_s;
endmodule : register_state
module sbox import ascon_pack::*;
    (
        input logic[4:0] sbox_i,
        output logic[4:0] sbox_o
    );
    always_comb begin : comb_1
        case(sbox_i)
		5'h00 : sbox_o = 5'h04;
		5'h01 : sbox_o = 5'h0B;
		5'h02 : sbox_o = 5'h1F;
		5'h03 : sbox_o = 5'h14;
		5'h04 : sbox_o = 5'h1A;
		5'h05 : sbox_o = 5'h15;
		5'h06 : sbox_o = 5'h09;
		5'h07 : sbox_o = 5'h02;
		5'h08 : sbox_o = 5'h1B;
		5'h09 : sbox_o = 5'h05;
		5'h0A : sbox_o = 5'h08;
		5'h0B : sbox_o = 5'h12;
		5'h0C : sbox_o = 5'h1D;
		5'h0D : sbox_o = 5'h03;
		5'h0E : sbox_o = 5'h06;
		5'h0F : sbox_o = 5'h1C;
		5'h10 : sbox_o = 5'h1E;
		5'h11 : sbox_o = 5'h13;
		5'h12 : sbox_o = 5'h07;
		5'h13 : sbox_o = 5'h0E;
		5'h14 : sbox_o = 5'h00;
		5'h15 : sbox_o = 5'h0D;
		5'h16 : sbox_o = 5'h11;
		5'h17 : sbox_o = 5'h18;
		5'h18 : sbox_o = 5'h10;
		5'h19 : sbox_o = 5'h0C;
		5'h1A : sbox_o = 5'h01;
		5'h1B : sbox_o = 5'h19;
		5'h1C : sbox_o = 5'h16;
		5'h1D : sbox_o = 5'h0A;
		5'h1E : sbox_o = 5'h0F;
		5'h1F : sbox_o = 5'h17;
        endcase
end : comb_1
endmodule : sbox
`timescale 1ns / 1ps
module substitution_layer import ascon_pack::*;
    (
        input type_state sub_layer_i,
        output type_state sub_layer_o
    );
    genvar i;
    generate
        for (i=0; i<64; i++) begin : generate_sbox
            sbox instance_box (
                .sbox_i({sub_layer_i[0][i],sub_layer_i[1][i],sub_layer_i[2][i], sub_layer_i[3][i],sub_layer_i[4][i]}),
                .sbox_o({sub_layer_o[0][i],sub_layer_o[1][i],sub_layer_o[2][i], sub_layer_o[3][i],sub_layer_o[4][i]})
            );
		end : generate_sbox
	endgenerate
endmodule : substitution_layer
</file>
<file path="run.sh">
#!/bin/bash
# OpenROAD 26Q1-2900-gdf79404cd8, Yosys 0.63+post, stock flow scripts
make -C /OpenROAD-flow-scripts/flow DESIGN_CONFIG=/design/flow/config.mk WORK_HOME=/design/flow/orfs finish
</file>
<file path="config.mk">
export PLATFORM = sky130hd
export DESIGN_NAME = permutation
export DESIGN_NICKNAME = permutation
export VERILOG_FILES = /design/flow/design.v
export SDC_FILE = /design/flow/constraint.sdc
export NUM_CORES = 4
export LEC_CHECK = 1
export CORE_UTILIZATION = 30
export SYNTH_HDL_FRONTEND = slang
export SYNTH_MEMORY_MAX_BITS = 65536
</file>
<file path="constraint.sdc">
current_design permutation

set clk_period 4.5
set clk_io_pct 0.2

create_clock -name clk0 -period $clk_period [get_ports {clock_i}]

set non_clock_inputs [all_inputs -no_clocks]
set_input_delay [expr $clk_period * $clk_io_pct] -clock clk0 $non_clock_inputs
set_output_delay [expr $clk_period * $clk_io_pct] -clock clk0 [all_outputs]
</file>
==> flow_summary.yaml <==
# generated from flow reports
yosys:
  synth_cells: 3371
  yosys.stat.seqShare_pct: 24.5
  ys_area_um2: 32700
  synth.avg_cell_area_um2: 9.69
  syn_area_um2: 32700
  synth_cell_types: 49
  ys.flops: 320
  yosys_warnings: 0
  yosys_cells: 3371
setup_path:
  critPathTopFamily: "buffers and inverters"
  slowest_stage: "xnor2_1"
  critPathCaptureType: "register"
  slowest_delay_ps: 550
  cp.required_ps: 4920
  critPathArrivalTime_ps: 4060
  critPathMaxFanout: 39
  worstSetupPathType: "input port to register"
  cp-start-kind: "input port"
  path_buffers: 5
  path_cells: "buf_8 -> buf_12 -> buf_4 -> mux2i_1 -> ha_1 -> inv_1 -> o21ai_0 -> o22ai_1 -> xor2_1 -> buf_4 -> xnor2_1 -> xnor2_1 -> a21oi_1"
grt:
  antenna_found_initial: 16
  track_usage_pct: 30.4
  grt_pass1_wl_um: 228000
  grt_max_degree: 138
  grt_pass1_vias: 28000
  grt_overflow: 0
routing:
  first_pass_iters: 5
  ant_nets: 0
  viasPerCell: 5.05
  drt_iter0_drc: 2100
  drt-total-wl_um: 167000
  drcViolationCount: 0
  routedWlPerCell_um: 29.5
  vias: 28600
clock_tree:
  cts_tree: "built"
  root_buffer: "clkbuf_16"
  cts_made_buffers: 40
  cts_resized: 0
  clock_path_buffers: 3
  htreeDepth: 2
  clock_latency_ps: 590
  ctsHoldBuffers: 0
  cts.clk_slew.worst_paths_ps: 60
  cts_sinks: 320
  post_cts.repair.setup_buffers: 0
final_layout:
  drive_above_1_share_pct: 15.1
  finalNonFillerCells: 5673
  syn2layout_area_growth_pct: 34.6
  post-route-util_pct: 40.9
  largest_reg_flops: 320
  final_cell_area_um2: 44000
min_path:
  hp-class: "input port to async pin"
floorplanning:
  fp-row-count: 120
  die_area_um2: 110000
  core_area_um2: 108000
  die_h_um: 332
  die_w_um: 332
  ios: 648
  fp_util_pct: 30.4
placement:
  io_buffer_count: 647
  place_congestion: 1.05
  dp_hpwl_um: 142000
  place_inst: 5595
  placed_area_um2: 42600
sta:
  rsz0062_at_grt: "no"
  fmax_mhz: 275
  min_period_ps: 3640
  finClkSkew_ps: 27.0
  slew_violations: 0
  min_period_over_period_pct: 80.8
  hold_violations: 0
  maxSlewHeadroom_pct: 14.5
  setup_tns_ps: 0
  setup_viol: 0
  tightest_slew_ps: 1270
pwr:
  worst_ir_drop_vdd_mv: 0.395
  p_leak_nw: 18.0
  p_per_area_nw_per_um2: 1130
run_status:
  status: "completed"
flow_run:
  tool_warnings: 95
  maxCapViolCount: 0
metal layers:
layer / wire, um / track usage, %
met5: 112 / 0
met2: 77700 / 48.7
met3: 14500 / 9.40
met1: 67300 / 38.9
met4: 7480 / 11.1
layout make-up:
class	count	area [um^2]
Antenna cell	6	15.0
Clock buffer	54	1160
Clock inverter	18	251
Fill cell	10500	63500
Inverter	134	503
Multi-Input combinational cell	2803	23500
Sequential cell	320	8010
Tap cell	1403	1760
Timing Repair Buffer	935	8820
worst paths after layout:
path | from | endpoint | slack, ps | cells past startpoint
worst max-delay path | input_select_i | register_state_inst.register_o[211]$_DFFE_PN0P_ | 860 | 13
worst min-delay path | resetb_i | register_state_inst.register_o[154]$_DFFE_PN0P_ | 250 | 1
worst max register to register | register_state_inst.register_o[230]$_DFFE_PN0P_ | register_state_inst.register_o[233]$_DFFE_PN0P_ | 1330 | 7
worst min register to register | register_state_inst.register_o[42]$_DFFE_PN0P_ | register_state_inst.register_o[42]$_DFFE_PN0P_ | 540 | 1
max in group asynchronous | resetb_i | register_state_inst.register_o[185]$_DFFE_PN0P_ | 3000 | 2
min in group clk0 | register_state_inst.register_o[42]$_DFFE_PN0P_ | register_state_inst.register_o[42]$_DFFE_PN0P_ | 540 | 1
cell families after synthesis:
| logic type | synth area share (%) |
|---|---|
| XOR/XNOR | 30.3 |
| multiplexers | 22.5 |
| AND-OR/OR-AND | 8.03 |
| AND/OR/NAND/NOR | 4.29 |
| flip-flops | 24.5 |
| buffers and inverters | 3.66 |
| adder cells (fa/ha/maj) | 6.72 |
worst register-to-register path, cell delays in order, from the launching register on:
cell and delay, ps:
dfrtp_1 660, mux2i_1 310, maj3_1 390, o22ai_1 180, xor2_1 920, xnor2_1 230, xnor2_1 230, a21oi_1 100
placed cells by master (no fill, tap or decap), types with 5 or more instances in the layout:
cell type	count
xnor2_1	910
clkdlybuf4s50_1	644
mux2i_1	466
dfrtp_1	320
buf_4	275
nor2_1	257
a21oi_1	249
mux2_2	224
xor2_1	179
inv_1	134
ha_1	128
nand2_1	79
o21ai_0	65
a21boi_0	52
maj3_1	48
o22ai_1	41
clkbuf_16	41
xor2_2	17
buf_12	13
o22ai_2	11
maj3_2	10
clkbuf_8	9
o221ai_1	8
clkinv_2	8
a221oi_1	7
diode_2	6
bufinv_16	6
mux2i_2	5
synthesized netlist by cell type, drive strengths merged:
master / n / area, um^2
xor2: 196 / 1840
and2b: 1 / 7.51
and3: 1 / 6.26
nand2b: 4 / 25.0
nor3: 1 / 5.00
and2: 4 / 25.0
buf: 61 / 495
mux2: 227 / 2570
nor4: 1 / 6.26
nor3b: 1 / 7.51
a2bb2oi: 4 / 47.6
and3b: 1 / 8.76
clkbuf: 53 / 199
o32ai: 1 / 8.76
maj3: 58 / 593
a21boi: 52 / 390
inv: 134 / 503
or2: 4 / 25.0
ha: 128 / 1600
o21ai: 65 / 325
mux2i: 473 / 4780
a211oi: 3 / 22.5
dfrtp: 320 / 8010
o22ai: 52 / 394
nand2: 79 / 297
a221oi: 8 / 76.3
o21a: 1 / 7.51
a32oi: 1 / 8.76
a21oi: 249 / 1250
xnor2: 914 / 8040
xor3: 1 / 23.8
o221ai: 8 / 70.1
nor2b: 4 / 25.0
a31oi: 3 / 18.8
nor2: 257 / 965
o2bb2ai: 1 / 8.76
per-stage QoR:
| stage | hold slack, ps | setup slack, ps | total power [mW] |
|---|---|---|---|
| after floorplan | 475 | 516 | 27.7 |
| after global placement | 511 | 320 | 45.2 |
| after detailed placement | 522 | 379 | 45.2 |
| after CTS | 300 | 994 | 49.1 |
| after global routing | 304 | 720 | 51.8 |
| final | 248 | 864 | 49.6 |
report_power, final:
part           switching [mW]  internal, mW  leakage, nW
Combinational            19.8          18.3         13.6
Clock                    1.48          2.16        0.695
Sequential               3.22          4.60         3.66
No activity file was given, so power comes from the tool's default toggle rates.
